$ cat design/flow/design.v
module Frequency_Divider #(														 
    parameter 	INCOMING_CLOCK_FREQUENCY  = 50000000,							 
	parameter 	FIXED_CLOCK_FREQUENCY     = 128000,								 
	parameter 	TOGGLE = (INCOMING_CLOCK_FREQUENCY / FIXED_CLOCK_FREQUENCY)/2,   
	parameter	MAXIMUM_WIDTH             = 10    ,								 
	parameter   INCREMENT				  = 1                                    
)(
    input     	FD_CLOCK_IN,													 
    input       FD_RESET,														 
    output reg 	FD_CLOCK_OUT													 
);
	wire [(MAXIMUM_WIDTH-1):0] CURRENT_COUNTER ; 								 
	localparam LOW  = 0;														 
	localparam HIGH = 1; 														 
	N_Bit_Counter # 		  (
		. COUNTER_VALUE_WIDTH ( MAXIMUM_WIDTH   ),
		. COUNTER_MAX_VALUE	  ( TOGGLE		    ),
		. COUNTER_INCREMENT	  ( INCREMENT	    )
	) FD_Toggler 			  (
		. COUNTER_CLOCK		  ( FD_CLOCK_IN	    ),
		. COUNTER_RESET		  ( FD_RESET	    ),
		. COUNTER_ENABLE      ( HIGH			),
		. COUNTER_VALUE	      (	CURRENT_COUNTER )
	);
	always @ ( posedge FD_CLOCK_IN or posedge FD_RESET )						 
		begin																	 
				if ( FD_RESET ) 												 
					begin
						FD_CLOCK_OUT <= LOW;									 
					end 
				else if ( CURRENT_COUNTER == TOGGLE )							 
					begin 
						FD_CLOCK_OUT <= ~ FD_CLOCK_OUT;							 
					end
		end
endmodule
module N_Bit_Comparator  #(														 
    parameter  						NUMBER_WIDTH = 12							 
)( 
    input  	  [(NUMBER_WIDTH-1):0]  FIRST_NUMBER      ,							 
    input     [(NUMBER_WIDTH-1):0]  SECOND_NUMBER     , 						 
    output reg					    FN_GREATER_THAN_SN 							 
);
	always @ ( FIRST_NUMBER , SECOND_NUMBER )						
		begin
			if ( FIRST_NUMBER >= SECOND_NUMBER )								 
				begin 
					FN_GREATER_THAN_SN <= 1'b1;
				end
			else
				begin
					FN_GREATER_THAN_SN <= 1'b0;
				end
		end
endmodule																		 
module N_Bit_Counter #(															 
	parameter                				COUNTER_VALUE_WIDTH = 12,			 
    parameter         COUNTER_MAX_VALUE = (2**COUNTER_VALUE_WIDTH)-1,			 
    parameter               				COUNTER_INCREMENT   = 1				 
)(
    input                    				COUNTER_CLOCK    ,					 
    input                    				COUNTER_RESET    ,  				 
    input                    				COUNTER_ENABLE   ,  				 
    output reg [(COUNTER_VALUE_WIDTH-1):0]  COUNTER_VALUE = 0 					 
);
	localparam ZERO = {(COUNTER_VALUE_WIDTH){1'b0}}; 							 
	always @ ( posedge COUNTER_CLOCK or posedge COUNTER_RESET )					 
		begin																	 
			if ( COUNTER_RESET ) 												 
				begin
					COUNTER_VALUE <= ZERO;										 
				end 
			else if ( COUNTER_ENABLE ) 											 
				begin
					if ( COUNTER_VALUE >= COUNTER_MAX_VALUE ) 					 
						begin
							COUNTER_VALUE <= ZERO;								 
						end 
					else 
						begin
							COUNTER_VALUE <= COUNTER_VALUE + COUNTER_INCREMENT;	 
						end
				end
		end
endmodule																		 
module N_Channel_Servo_Controller #(											 
	parameter 	NO_OF_CHANNEL	 = 4					,						 
	parameter 	ADDRESS_WIDTH 	 = ( 
	((NO_OF_CHANNEL) <= 2) ? 1 : 
	((NO_OF_CHANNEL) <= 4) ? 2 : 
	((NO_OF_CHANNEL) <= 8) ? 3 : 
	((NO_OF_CHANNEL) <= 16) ? 4 : 
	((NO_OF_CHANNEL) <= 32) ? 5 : 
	((NO_OF_CHANNEL) <= 64) ? 6 : 
	((NO_OF_CHANNEL) <= 128) ? 7 : 
	((NO_OF_CHANNEL) <= 256) ? 8 : 
	((NO_OF_CHANNEL) <= 512) ? 9 : 
	((NO_OF_CHANNEL) <= 1024) ? 10 : 
	((NO_OF_CHANNEL) <= 2048) ? 11 : 
	((NO_OF_CHANNEL) <= 4096) ? 12 : 16),						 
    parameter 	CLOCK_FREQUENCY  = 50000000 			,						 
	parameter 	DUTY_CYCLE_WIDTH = 8  					,						 
	parameter	INVERTED_INPUT   = 1        									 
)(
    input     						CLOCK             ,							 
    input       					RESET             ,							 
    input 							LOAD_SIGNAL       ,							 
	input  [(DUTY_CYCLE_WIDTH-1):0]	DUTY_CYCLE_CONTROL,							 
	input  [(ADDRESS_WIDTH-1):0]	SERVO_SELECTOR	  ,							 
	output [(NO_OF_CHANNEL-1):0]	PWM_SIGNALS									 
);
	wire CLOCK_CONNECTOR;														 
	reg INVERT_RESET;															 
	reg INVERT_LOAD_SIGNAL;														 
	localparam HIGH_VALUE = 1; 													 
	reg [(NO_OF_CHANNEL-1):0]INDIVIDUAL_LOAD ;									 
	always @ ( RESET , LOAD_SIGNAL ) begin										 
		if ( INVERTED_INPUT )													 
			begin																 
				INVERT_RESET <= ~ RESET;									
				INVERT_LOAD_SIGNAL <= ~ LOAD_SIGNAL;
			end
		else 
			begin																 
				INVERT_RESET <= RESET;
				INVERT_LOAD_SIGNAL <= LOAD_SIGNAL;
			end
	end
	Frequency_Divider #      (													
		. INCOMING_CLOCK_FREQUENCY	( CLOCK_FREQUENCY )
	) Clock_Enable_Generator (
		. FD_CLOCK_IN				( CLOCK			  ),
		. FD_RESET					( INVERT_RESET	  ),
		. FD_CLOCK_OUT				( CLOCK_CONNECTOR )
	);
	genvar COUNT;																 
	generate
	for ( COUNT = 0 ; COUNT < NO_OF_CHANNEL ; COUNT = (COUNT + 1) ) 			 
		begin : Servo_Motor_Driver_Block_loop
			localparam NUMBER = COUNT ;											 
			always @ ( INVERT_LOAD_SIGNAL  )									 
				begin
					if ( INVERT_LOAD_SIGNAL )									 
						begin
							if ( SERVO_SELECTOR == NUMBER )						 
								begin 
									INDIVIDUAL_LOAD[COUNT] <= 1'b1;				 
								end
							else 
								begin 
									INDIVIDUAL_LOAD[COUNT] <= 1'b0;				 
								end 											 
						end
					else 
						begin 
							INDIVIDUAL_LOAD[COUNT] <= 1'b0;						 
						end
				end
			Servo_Motor_Controller Servo_Motor_Driver_Block (					 
				. CLOCK_SIGNAL		    ( CLOCK_CONNECTOR	 	 ),
				. CLOCK_ENABLE			( HIGH_VALUE	     	 ),
				. SERVO_RESET 			( INVERT_RESET	 	 	 ),
				. LOAD_SIGNAL			( INDIVIDUAL_LOAD[COUNT] ),
				. DUTY_CYCLE_CONTROL	( DUTY_CYCLE_CONTROL 	 ),
				. PWM_SIGNAL			( PWM_SIGNALS [COUNT]	 )
			);
		end
	endgenerate
endmodule																		 
module Servo_Motor_Controller # (												 
	parameter 						DUTY_CYCLE_WIDTH = 8   ,					 
	parameter 						PWM_SIGNAL_WIDTH = 12  ,					 
	parameter						MAX_CLOCK_CYCLES = 2560 					 
)(	
	input 							CLOCK_SIGNAL      ,							 
	input 							CLOCK_ENABLE      ,							 
	input 							SERVO_RESET       ,							 
	input 							LOAD_SIGNAL       ,							 
	input  [(DUTY_CYCLE_WIDTH-1):0]	DUTY_CYCLE_CONTROL,							 
	output 							PWM_SIGNAL 									 
);
	wire [(PWM_SIGNAL_WIDTH-1):0] CURRENT_CLOCK_CYCLES;							 
	reg  [(PWM_SIGNAL_WIDTH-1):0] REQUIRED_ON_CYCLES  ;							 
	wire DIVIDED_CLOCK_SIGNAL;													 
	localparam DEFAULT_ON_CYCLES = {(PWM_SIGNAL_WIDTH){12'd192}}; 				 
	localparam OFFSET_ON_CYCLES  = {(PWM_SIGNAL_WIDTH){12'd64}} ;				 
	always @ ( posedge LOAD_SIGNAL or posedge SERVO_RESET ) 					 
		begin																	 
			if ( SERVO_RESET )													 
				begin 
					REQUIRED_ON_CYCLES <= DEFAULT_ON_CYCLES;					 
				end
			else if ( CLOCK_ENABLE ) 											 
				begin
					REQUIRED_ON_CYCLES <= DUTY_CYCLE_CONTROL + OFFSET_ON_CYCLES; 
				end
		end
	N_Bit_Counter #           (															
		. COUNTER_VALUE_WIDTH ( PWM_SIGNAL_WIDTH     ),							 
		. COUNTER_MAX_VALUE   ( MAX_CLOCK_CYCLES     )
	) Cycle_Generator         (
		. COUNTER_CLOCK       ( CLOCK_SIGNAL		 ),							 
		. COUNTER_RESET       ( SERVO_RESET          ),
		. COUNTER_ENABLE      ( CLOCK_ENABLE         ), 
		. COUNTER_VALUE		  ( CURRENT_CLOCK_CYCLES )
	);
	N_Bit_Comparator #    	 (														
		. NUMBER_WIDTH       ( PWM_SIGNAL_WIDTH      )							 
	) On_Period_Generator    (
		. FIRST_NUMBER       ( REQUIRED_ON_CYCLES   ),							 
		. SECOND_NUMBER      ( CURRENT_CLOCK_CYCLES ),
		. FN_GREATER_THAN_SN ( PWM_SIGNAL           ) 
	);
endmodule																		 
$ cat design/flow/run.sh
#!/bin/bash
# OpenROAD 26Q1-2900-gdf79404cd8, Yosys 0.63+post, stock flow scripts
make -C /OpenROAD-flow-scripts/flow DESIGN_CONFIG=/design/flow/config.mk WORK_HOME=/design/flow/orfs finish
$ cat design/flow/config.mk
export PLATFORM = sky130hd
export DESIGN_NAME = N_Channel_Servo_Controller
export DESIGN_NICKNAME = N_Channel_Servo_Controller
export VERILOG_FILES = /design/flow/design.v
export SDC_FILE = /design/flow/constraint.sdc
export NUM_CORES = 4
export LEC_CHECK = 1
export CORE_UTILIZATION = 30
$ cat design/flow/constraint.sdc
current_design N_Channel_Servo_Controller

set clk_period 1.9
set clk_io_pct 0.2

create_clock -name clk0 -period $clk_period [get_ports {CLOCK}]

set non_clock_inputs [all_inputs -no_clocks]
set_input_delay [expr $clk_period * $clk_io_pct] -clock clk0 $non_clock_inputs
set_output_delay [expr $clk_period * $clk_io_pct] -clock clk0 [all_outputs]
==> results.cfg <==
; yosys + openroad results
[floorplanning]
chip_area_um2 = 15560
num_rows = 44
fp_util = 0.3087
io_pins = 17
die_h_um = 124.8
core_um2 = 14640
die_w_um = 124.8

[timing]
unclocked_pins = 84
finalSetupViolations = 0
timing.final.crit_period_ns = 1.517
drv_slew = 0
fin_tns_setup_ns = 0
rsz0062_at_grt = false
slew_headroom = 0.4662
setup_slack_ns = 0.3826
clock.fmax_mhz = 659.0
finalClockPeriodUsage = 0.7987
finalHoldViolCount = 0
fin_skew_ns = 0.001659
untimed_endpoints = 88
tightest_slew_ns = 0.7990
whs_ns = 0.09316

[detailed_routing]
n_antenna_cell = 0
wire_per_inst_um = 11.52
via_per_inst = 4.566
wl_um = 7188
vias = 2849
final_antenna_net_count = 0
dr.pass1.iters = 21
first_iter_violations = 196
drc = 0

[final_layout]
finalInstanceArea_um2 = 4976
regArea_um2 = 2387
mi_logic_area_um2 = 1934
syn2layout_area_growth_pct = 10.07
fill_cells = 1444
drive_gt1_frac = 0.04318
stdcell_count = 624

[critical_path]
critPathMaxFanout = 7
arrival_ns = 1.68
r2r_start = Clock_Enable_Generator.FD_Toggler.COUNTER_VALUE[4]
worstPathCellList = or4_4 -> o211ai_2 -> nand2_2 -> nor2_1
cp.required_ns = 2.06
setup.worst_path.start_class = flip-flop
end_kind = flip-flop
reg2regPathDepth = 4
slowest_delay_ns = 0.56
crit_start = Clock_Enable_Generator.FD_Toggler.COUNTER_VALUE[4]
slowest_stage = or4_4
critPathKind = flip-flop to flip-flop

[global_route]
grt_pass1_wl_um = 12640
grt_overflow = 0
grt_max_degree = 61
grt_pass1_vias = 2750
antenna_found_initial = 0
grt_usage = 0.09961

[logic_synthesis]
synth.cell_area_um2 = 4521
synth-edff-count = 0
synth_flops = 95
postSynthAreaPerCell_um2 = 10.69
synth_seq_share = 0.5281
top_cells_by_area = dfrtp_1, ha_1, xnor2_1
async_flop_share = 1.000
yosysTopAreaCell = dfrtp_1
synthFlopType = dfrtp_1
ys_cells = 423
synth_cell_types = 32
yosysWarnings = 11
synth_top_area_share = 0.4816
synth_cells = 423
synth_chip_area_um2 = 4521

[place]
placed_cell_area_um2 = 4897
post-dp-hpwl_um = 5590
dp_cells = 620
place_ws_ns = 0.4203
gp_congestion = 0.7684
io_buffers = 16

[power_and_ir_drop]
p_per_area_nw_per_um2 = 161.0
ir_drop_mv = 0.8875
power_leakage_nw = 2.250

[clock_tree]
cts_tree = built
cts_resized = 0
holdBufCountCts = 0
cts_made_buffers = 3
cts_root_buf = clkbuf_16
htreeDepth = 1
clk_path_buf_depth = 2
clk-insertion-delay-late_ns = 0.23
cts_setup_buffers = 0
clkTransAtPathRegs_ns = 0.04

[job]
openroad.warnings = 33
maxCapViolations = 0

[min_path]
min-delay-path-class = input pin to async pin

[status]
status = complete, no violations
critical path, delay by kind of cell, from the launching register on:
family	cells	cell delay [ns]
AOI/OAI and AO/OA	1	0.19
DFF	1	0.42
and+or+nand+nor	3	0.83
placed cells by master, fill, tap and decap left out, types with 2 or more instances in the layout:
cell type and n:
a2111oi_0 4, a211oi_1 3, a21oi_1 11, and3_1 4
and4_1 10, buf_4 5, clkbuf_16 3, clkdlybuf4s50_1 15
conb_1 2, dfrtp_1 87, dfstp_2 8, ha_1 46
inv_1 42, nand2_1 19, nand3_1 29, nand4_1 9
nor2_1 63, nor2b_1 8, nor3_1 6, nor3b_1 3
o21ai_0 4, o31ai_1 7, xnor2_1 31, xor2_1 11
worst paths after layout:
kind,to,slack (ns)
max,Clock_Enable_Generator.FD_Toggler.COUNTER_VALUE[4],0.38
min,Clock_Enable_Generator.FD_Toggler.COUNTER_VALUE[8],0.09
max reg2reg,Clock_Enable_Generator.FD_Toggler.COUNTER_VALUE[4],0.38
min reg2reg,Clock_Enable_Generator.FD_Toggler.COUNTER_VALUE[0],0.46
max in group asynchronous,Clock_Enable_Generator.FD_Toggler.COUNTER_VALUE[5],1.50
min in group clk0,Clock_Enable_Generator.FD_Toggler.COUNTER_VALUE[0],0.46
synth_stat cells (6+ instances only):
library cell,instances
a21oi_1,11
nand4_1,9
nor3_1,6
o31ai_1,7
and4_1,10
xor2_1,11
nor2b_1,8
inv_1,42
nand3_1,29
ha_1,46
xnor2_1,31
dfrtp_1,87
nand2_1,19
dfstp_2,8
nor2_1,63
area by class of cell:
cell class / instances / share of cell area
Clock buffer: 4 / 0.01584
Inverter: 42 / 0.03168
Multi-Input combinational cell: 279 / 0.3887
Sequential cell: 95 / 0.4798
Tap cell: 184 / 0.04627
Timing Repair Buffer: 20 / 0.03772
per-stage QoR:
stage	utilization	power [mW]
after floorplan	-	0.3362
after global placement	0.3344	0.4316
after detailed placement	0.3344	0.4354
after CTS	0.3398	0.8131
after global routing	0.3398	0.8463
final	0.3398	0.8012
report_power, final:
group | internal, mW | total (mW) | switching, mW
clock | 0.281 | 0.373 | 0.0927
sequential | 0.285 | 0.292 | 0.00645
combinational | 0.0485 | 0.136 | 0.0877
cells by family (layout without fill, tap and decap cells):
kind of cell / after synthesis / in the layout / share of synthesized area
flip-flops: 95 / 95 / 0.5281
buffers and inverters: 50 / 66 / 0.04484
XOR/XNOR: 42 / 42 / 0.08137
AND-OR/OR-AND: 33 / 33 / 0.04844
AND/OR/NAND/NOR: 156 / 156 / 0.1691
adder cells (fa/ha/maj): 46 / 46 / 0.1273
other: 1 / 2 / 0.0008295
routing by layer:
| layer | global-route usage | share of wire |
|---|---|---|
| met1 | 0.1653 | 0.55 |
| met2 | 0.1523 | 0.42 |
| met3 | 0.009194 | 0.029 |
| met4 | 0.004357 | 0.0042 |
| met5 | 0 | 0 |
Power is estimated from default activity; no workload was simulated.
